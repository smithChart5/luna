$ cat run.sh
#!/bin/bash
# OpenROAD 26Q1-2900-gdf79404cd8, Yosys 0.63+post, stock flow scripts
make -C /OpenROAD-flow-scripts/flow DESIGN_CONFIG=/design/flow/config.mk WORK_HOME=/design/flow/orfs finish
$ cat config.mk
export PLATFORM = sky130hd
export DESIGN_NAME = uart
export DESIGN_NICKNAME = uart
export VERILOG_FILES = /design/flow/design.v
export SDC_FILE = /design/flow/constraint.sdc
export NUM_CORES = 4
export LEC_CHECK = 1
export CORE_AREA = 10 10 87 87
export DIE_AREA = 0 0 97 97
$ cat constraint.sdc
current_design uart

set clk_period 1.5
set clk_io_pct 0.2

create_clock -name clk0 -period $clk_period [get_ports {clk}]

set non_clock_inputs [all_inputs -no_clocks]
set_input_delay [expr $clk_period * $clk_io_pct] -clock clk0 $non_clock_inputs
set_output_delay [expr $clk_period * $clk_io_pct] -clock clk0 [all_outputs]
$ cat design.v
module uart #(parameter parity = 0, parameter stop_bits = 1, parameter data_length = 8)
            (   input clk, 
					input reset, 
					input rx_pin, 
					input tx_start, 
					input [7:0] tx_data,
               output tx_pin, 
					output tx_busy , 
					output [7:0] rx_data, 
					output rx_busy);
    reg [1:0]current_state, next_state;
    parameter packet_size = (parity + stop_bits + data_length + 1);  
    parameter   idle = 2'b00,
                tx_mode = 2'b01;
    reg [(packet_size-1):0]tx_data_buffer;
    reg tx_pin_buffer;
    reg tx_busy_buffer;
    reg [3:0]tx_shift_counter;
    always @ (posedge clk or negedge reset)
    begin: tx_state_memory
        if (!reset)
            current_state <= idle;
        else
            current_state <= next_state;
    end
    always @ (current_state or tx_start or clk or tx_shift_counter)
    begin:tx_next_state_logic
        case(current_state)
            idle:   
                if(tx_start == 1'b1) 
                    next_state = tx_mode;
                else
                    next_state = idle;
            tx_mode:
                if(tx_shift_counter == (packet_size))
                    next_state = idle;
                else
                    next_state = tx_mode;
        endcase
    end
    always @ (posedge clk)
    begin: tx_output_logic
        case(current_state)
            idle: begin
                tx_busy_buffer = 1'b0;
                tx_pin_buffer = 1'b1;
                tx_shift_counter = 0;
                if(tx_start == 1'b1)
                    tx_data_buffer = { 1'b1, tx_data, 1'b0};     
            end
            tx_mode: begin
                tx_busy_buffer = 1'b1;
                tx_pin_buffer = tx_data_buffer[0];
                tx_data_buffer = {1'b1, tx_data_buffer[9:1]};
                tx_shift_counter = tx_shift_counter + 1;
            end
        endcase
    end
    assign tx_pin = tx_pin_buffer;
    assign tx_busy = tx_busy_buffer;
endmodule
==> impl_metrics.csv <==
group,metric,value,unit
final_timing,fmax,0.768,GHz
floorplan,ios,23,
setup_path,crit_start,"tx_busy_buffer$_DFF_P_",
yosys,ys_warn_count,10,
setup_path,crit_end,"tx_busy",
yosys,yosys_register_bits,16,
yosys,synthTopCellsByArea,"edfxtp_1, dfxtp_1, buf_4, mux2_2, mux2_4",
pwr,seqPwrFrac,0.494,
setup_path,worstPathMaxFanout,1,
yosys,avgSynthCellArea,13.8,um2
yosys,ys_types,19,
yosys,yosys-stat-cells,52,
yosys,postSynthCellCount,52,
drt,drc,0,
clock_network,cts_buffers,3,
final_timing,hold_viol_final,0,
final_timing,period_minus_slack,1.30,ns
yosys,yosys_area,717,um2
drt,drt_first_pass_iters,2,
pwr,p_sw,380,uW
setup_path,end_kind,"output pin",
setup_path,crit_type,"reg2out",
clock_network,postCtsHoldBufs,0,
pwr,power.density,1710,nW/um2
global_route,grtUsageTotal,0.0250,
final_timing,whs,0.202,ns
floorplan,fp_util,0.127,
final_timing,final_max_slew_viol_count,0,
setup_path,crit_family,"buffers and inverters",
yosys,netlist.area_leader.share,0.377,
final_timing,rsz0062_at_grt,"no",
clock_network,clock.latency.late_pin,0.24,ns
setup_path,start_kind,"flip-flop",
final_timing,post-route-period-util,0.868,
setup_path,cp_num_cells,1,
setup_path,r2r-start,"current_state[0]$_DFF_PN0_",
floorplan,die_x,97,um
drt,routed_via_density,2.63,
final_timing,setup_viol,0,
clock_network,cts_resized,0,
yosys,ys_seq_frac,0.579,
global_route,grt_pass1_vias,385,
floorplan,core_area,5640,um2
placement,placed_cells,135,
job,cap_viol_max_count,0,
setup_path,cp.arrival,1.00,ns
global_route,gr-total-overflow,0,
pwr,internal-power,1.23,mW
final_layout,finalNonFillerCells,139,
worst_hold_path,hold_class,"in2async",
clock_network,clkSinkCount,16,
global_route,antenna_found_initial,0,
drt,wire_per_inst,8.09,um
job,warning_count,27,
drt,ant_nets,0,
clock_network,path_clk_slew,0.06,ns
floorplan,fp.dieH,97,um
pwr,vdd_drop_max,0.646,mV
global_route,grt_max_degree,11,
setup_path,path_buffers,1,
setup_path,cp_slowest_cell,"clkdlybuf4s50_1",
yosys,yosysTopAreaCell,"edfxtp_1",
setup_path,rr_worst_depth,2,
floorplan,rows,27,
clock_network,root_buffer,"clkbuf_8",
setup_path,rrSetupSlack,0.22,ns
setup_path,required,1.20,ns
final_timing,fin_skew,0.00396,ns
pwr,leakagePower,0.347,nW
run_status,status,"finished clean",
global_route,grt_pass1_wl,1930,um
setup_path,rr_endpoint,"tx_data_buffer[3]$_DFFE_PP_",
placement,gp_congestion,0.738,
setup_path,cpPeakStageDelay,0.45,ns
placement,portBuffers,12,
drt,vias,366,
final_layout,syn2layout_area_growth,30.7,%
setup_path,cp_cell_sequence,"clkdlybuf4s50_1",
clock_network,h-tree-depth,1,
final_layout,drive_above_1_share,0.194,
clock_network,clockBufferDepth,2,
final_layout,utilization,0.166,
pwr,swShare,0.236,
clock_network,cts_tree,"built",
drt,diodes,0,
pwr,clockPowerShare,0.228,
drt,drt_wl_total,1120,um
placement,place_hpwl,940,um
pwr,combPwrFrac,0.278,
clock_network,post-cts-setup-buffers,0,
final_timing,finalSetupTns,0,ns
floorplan,die-area,9410,um2
drt,first_iter_violations,15,
yosys,syn-cell-area,717,um2
==> cell type report <==
| cell class | count | area [um2] |
|---|---|---|
| well taps | 72 | 90.1 |
| inverters | 1 | 3.75 |
| flip-flops and latches | 16 | 415 |
| multi-input cells | 32 | 238 |
| fillers | 606 | 4700 |
| clock buffers | 4 | 55.1 |
| repair buffers | 14 | 135 |
==> metal layers <==
layer | wire length [um] | global-route usage | vias up
li1 | - | - | 185
met1 | 562 | 0.0330 | 161
met2 | 403 | 0.0307 | 20
met3 | 158 | 0.0215 | 0
met4 | 0 | 0.00225 | 0
met5 | 0 | 0 | -
==> cells in the mapped netlist <==
| library cell | number |
|---|---|
| mux2_4 | 2 |
| nor2b_1 | 2 |
| nand3_1 | 1 |
| buf_4 | 9 |
| and2_1 | 3 |
| buf_6 | 2 |
| dfrtp_1 | 1 |
| or2_1 | 2 |
| conb_1 | 1 |
| nand4b_1 | 1 |
| inv_1 | 1 |
| ha_1 | 2 |
| edfxtp_1 | 9 |
| mux2i_1 | 1 |
| mux2_2 | 5 |
| dfxtp_1 | 6 |
| nand2b_1 | 2 |
| nand2_1 | 1 |
| xor2_1 | 1 |
==> power by group through the flow <==
stage	logic [mW]	registers, mW	clock network (mW)
5_1_grt	0.507	0.821	0.401
4_1_cts	0.458	0.797	0.375
6_report	0.447	0.794	0.366
==> registers in the layout, indices dropped and copies added, names as in the netlist <==
name              count
tx_data_buffer        9
tx_shift_counter      4
current_state         1
tx_busy_buffer        1
tx_pin_buffer         1
==> kinds of logic (layout without fill, tap and decap cells) <==
group                    after synthesis  in the layout  share of synthesized area
buffers and inverters                 12             19                      0.131
XOR/XNOR                               1              1                     0.0122
flip-flops                            16             16                      0.579
other                                  1              9                    0.00523
adder cells (fa/ha/maj)                2              2                     0.0349
multiplexers                           8              8                      0.134
AND/OR/NAND/NOR                       12             12                      0.103
==> worst min path at each step <==
stage         startpoint                         end  slack [ns]  depth (start not counted)
CTS                reset  current_state[0]$_DFF_PN0_        0.20                          1
global route       reset  current_state[0]$_DFF_PN0_        0.20                          1
finish             reset  current_state[0]$_DFF_PN0_        0.20                          1
==> stage by stage <==
step | power, mW | area, um2 | worst slack (ns)
floorplan | 1.14 | 747 | 0.345
global placement | 1.23 | 882 | 0.0589
detailed placement | 1.26 | 882 | 0.0362
CTS | 1.63 | 937 | 0.181
global route | 1.73 | 937 | 0.125
finish | 1.61 | 937 | 0.198
==> placed cells by master (no fill, tap or decap) <==
master and n:
or2_1 2, mux2i_1 1, buf_4 2, and2_1 3
nand3_1 1, clkbuf_8 4, nand4b_1 1, edfxtp_1 9
nand2_1 1, inv_1 1, nor2b_1 2, dfxtp_1 6
xor2_1 1, mux2_2 5, dfrtp_1 1, mux2_4 2
ha_1 2, nand2b_1 2, clkdlybuf4s50_1 12, conb_1 9
Power figures rest on the tool's default switching activity, not on a simulated workload.
