==> ./design.v <==
module clkgen
    #(  parameter CLOCK_FREQ = 20_000_000,   
        parameter f_clk = 17)               
    ( input wire reset, sysclk,              
                output reg clk_div);         
    parameter limit = CLOCK_FREQ/f_clk;
    reg [31:0]counter;
    always @ (posedge sysclk)
    begin
        if (reset == 1'b0)
            begin
                clk_div = 1'b0;
                counter = 0;
            end
        else
        begin   
            if (counter < limit/2-1)
            begin
                clk_div = 0;
                counter = counter + 1;
            end
            else if (counter < limit-1)
            begin
                clk_div = 1;
                counter = counter + 1;
            end
            else if (counter == limit-1)
            begin
                clk_div = 0;
                counter = 0;
            end   
        end
    end
endmodule
module top( input clk,
				input reset,
				input rx_in,
				output blinker,
            output tx_pin);			
    wire tx_clk_rst;
	 wire sys_rst;
    wire uart_busy_signal;
	 wire [7:0] tmp_rx_data;
	 wire tmp_rx_busy;
	 reg one_shot1, one_shot2;
	 wire begin_tx;
	 reg really_start;
	 reg [7:0] return_data;
    clkgen #(.CLOCK_FREQ(50000000), .f_clk(9600)) u1(sys_rst, clk, sys_clk);
    clkgen #(.CLOCK_FREQ(50000000), .f_clk(25)) u2(tx_clk_rst, clk, sys_clk2);
	 clkgen #(.CLOCK_FREQ(50000000), .f_clk(2)) u3(sys_rst, clk, sys_clk3);
    assign tx_clk_rst = (sys_rst & ~uart_busy_signal);
    assign sys_rst = reset;
	 assign blinker = sys_clk3;
    uart2 test_uart(    
        .clk(clk),
        .reset(sys_rst),
        .rx_pin(rx_in),
        .tx_start(really_start),
        .tx_data(return_data),
        .tx_pin(tx_pin), 
        .rx_data(tmp_rx_data), 
        .rx_busy(tmp_rx_busy),
        .tx_busy(uart_busy_signal));
	always @ (posedge clk) begin
		if(!reset) begin
			one_shot1 <= 1'b0;
		end else begin
			one_shot1 <= tmp_rx_busy;
		end
	end
	assign begin_tx = ~tmp_rx_busy & one_shot1;
	always @ (posedge clk) begin
		if (begin_tx == 1) begin
			return_data <= tmp_rx_data + 1;
			really_start <= 1'b1;
		 end else begin
			really_start <= 1'b0;
		end
	end
endmodule
module uart2 #(parameter PARITY = 0, parameter STOP_BITS = 1, parameter DATA_LENGTH = 8, BAUD_RATE = 460800, CLOCK_SPEED = 50000000)
            (   input clk, 
					input reset, 
					input rx_pin, 
					input tx_start, 
					input [7:0] tx_data,
               output tx_pin, 
					output tx_busy , 
					output reg [7:0] rx_data, 
					output reg rx_busy);
	parameter HALF_PERIOD = CLOCK_SPEED/BAUD_RATE/2;						
	parameter FULL_PERIOD = 2*HALF_PERIOD;
	parameter PACKET_SIZE = (PARITY + STOP_BITS + DATA_LENGTH + 1); 	 
	reg [1:0]current_state, next_state;
	parameter   idle = 2'b00,
				 tx_mode = 2'b01;
	reg [(PACKET_SIZE-1):0]tx_data_buffer;
	reg tx_pin_buffer;
	reg tx_busy_buffer;
	reg [3:0]tx_shift_counter;
	integer uart_clk;
	always @ (posedge clk or negedge reset) begin: tx_state_memory
	  if (!reset)
			current_state <= idle;
	  else
			current_state <= next_state;
	end
	always @ (current_state or tx_start or clk or tx_shift_counter) begin:tx_next_state_logic
	  case(current_state)
			idle:   
				 if(tx_start == 1'b1) 
					  next_state = tx_mode;
				 else
					  next_state = idle;
			tx_mode:
				 if(tx_shift_counter == (PACKET_SIZE))
					  next_state = idle;
				 else
					  next_state = tx_mode;
	  endcase
	end
	always @ (posedge clk) begin: tx_output_logic
		case(current_state)
			idle: begin
					tx_busy_buffer = 1'b0;
					tx_pin_buffer = 1'b1;
					tx_shift_counter = 0;
					uart_clk = 0;
					if(tx_start == 1'b1)
						tx_data_buffer = { 1'b1, tx_data, 1'b0};     
				end
			tx_mode: begin
					tx_busy_buffer = 1'b1;
					tx_pin_buffer = tx_data_buffer[0];
					if (uart_clk == FULL_PERIOD - 1) 
						begin
							tx_data_buffer = {1'b1, tx_data_buffer[9:1]};
							tx_shift_counter = tx_shift_counter + 1;
							uart_clk = 0;
						end
					else
						uart_clk = uart_clk + 1;
				end
		endcase
	end
	assign tx_pin = tx_pin_buffer;
	assign tx_busy = tx_busy_buffer;
	reg [1:0] rx_current_state, rx_next_state;
	parameter   rx_idle = 2'b00,
				 rx_mode = 2'b10,
				 rx_end = 2'b11;
	reg [9:0]rx_data_buffer;
	integer rx_shift_counter;
	integer rx_clk_counter;
	always @ (posedge clk or negedge reset) begin: rx_state_memory
	  if (!reset)
			rx_current_state <= rx_idle;
	  else
			rx_current_state <= rx_next_state;
	end	
	always @ (rx_current_state or rx_pin or rx_shift_counter or clk or rx_clk_counter) begin:rx_next_state_logic
		case(rx_current_state)
			rx_idle: begin
				if(rx_pin == 1'b0) 
					rx_next_state <= rx_mode;
				else
					rx_next_state <= rx_idle;
			end
			rx_mode: begin
				if (rx_shift_counter == PACKET_SIZE)
					rx_next_state <= rx_end;
				else
					rx_next_state <= rx_mode;
			end
			rx_end: begin
				rx_next_state <= rx_idle;
			end
			default: begin
				rx_next_state <= rx_idle;
			end
		endcase
	end
	always @(posedge clk) begin : rx_output_logic
		case(rx_current_state)
			idle: begin
				rx_shift_counter <= 0;
				rx_clk_counter <= 0;
				rx_data_buffer <= 10'b0000000000;
				rx_busy <= 1'b0;
			end
			rx_mode: begin
				rx_busy <= 1'b1;
				rx_clk_counter <= rx_clk_counter + 1;
				if((rx_shift_counter == 0) && (rx_clk_counter == HALF_PERIOD)) begin
					rx_data_buffer <= {9'b000000000, rx_pin};
					rx_clk_counter <= 0;
					rx_shift_counter <= 1;
				end else if((rx_shift_counter <= PACKET_SIZE) && (rx_clk_counter == FULL_PERIOD)) begin
					rx_data_buffer[rx_shift_counter] <= rx_pin;
					rx_shift_counter <= rx_shift_counter + 1;
					rx_clk_counter <= 0;
				end else begin
					rx_data_buffer <= rx_data_buffer;
					rx_shift_counter <= rx_shift_counter;
				end
			end
			rx_end: begin
				rx_busy <= 1'b1;
				rx_shift_counter <= 0;
				rx_clk_counter <= 0;
				if((rx_data_buffer[0] == 1'b0) && (rx_data_buffer[9] == 1'b1))
					rx_data <= rx_data_buffer[8:1];
			end
		endcase
	end
endmodule
==> ./run.sh <==
#!/bin/bash
# OpenROAD 26Q1-2900-gdf79404cd8, Yosys 0.63+post, stock flow scripts
make -C /OpenROAD-flow-scripts/flow DESIGN_CONFIG=/design/flow/config.mk WORK_HOME=/design/flow/orfs finish
==> ./config.mk <==
export PLATFORM = sky130hd
export DESIGN_NAME = top
export DESIGN_NICKNAME = top
export VERILOG_FILES = /design/flow/design.v
export SDC_FILE = /design/flow/constraint.sdc
export NUM_CORES = 4
export LEC_CHECK = 1
export CORE_UTILIZATION = 30
==> ./constraint.sdc <==
current_design top

set clk_period 5.6
set clk_io_pct 0.2

create_clock -name clk0 -period $clk_period [get_ports {clk}]

set non_clock_inputs [all_inputs -no_clocks]
set_input_delay [expr $clk_period * $clk_io_pct] -clock clk0 $non_clock_inputs
set_output_delay [expr $clk_period * $clk_io_pct] -clock clk0 [all_outputs]
==> impl_metrics.json <==
{
  "cts_buffer_depth": 2,
  "dieArea_mm2": 0.0330,
  "internal-power_w": 0.00206,
  "cap_viol_max_count": 0,
  "avgSynthCellArea_um2": 9.54,
  "final_cells": 1412,
  "yosysSeqAreaShare_pct": 47.4,
  "vias_per_cell": 5.02,
  "cts_root_buffer": "clkbuf_16",
  "wl_met1_mm": 9.42,
  "clock-sinks": 176,
  "syn2layout_area_growth_pct": 10.5,
  "h-tree-depth": 4,
  "routed_wl_mm": 18.0,
  "tool_warnings": 30,
  "synth_async_sr_flop_share_pct": 2.27,
  "common_cells": "138 x nor2_1, 104 x edfxtp_1, 92 x nand2_1, 68 x dfxtp_1",
  "swShare_pct": 24.1,
  "power_density_mw_per_mm2": 254,
  "postCtsSetupRepairBufs": 0,
  "synthCells": 1014,
  "max_freq_mhz": 256,
  "synth-seq-cells": 176,
  "overflow": 0,
  "finClkSkew_ps": 11.7,
  "initial_core_util_pct": 30.6,
  "power.net_switching_w": 0.000657,
  "final_layout_size_suffix_gt1_share_pct": 8.71,
  "antenna_cells": 0,
  "synthFlopType": "edfxtp_1",
  "dp_slack_ps": 1790,
  "grt_pass1_wl_mm": 31.5,
  "rows": 65,
  "hold_violations": 0,
  "worstSetupStartpointType": "flip-flop",
  "seqPwrFrac_pct": 52.7,
  "period_minus_slack_ps": 3900,
  "startpoint": "test_uart.rx_shift_counter[0]$_SDFFCE_PP0P_",
  "core_area_mm2": 0.0316,
  "ant_nets": 0,
  "area_leaders": "edfxtp_1 32%, dfxtp_1 14%, xor2_1 5.7%",
  "wl_met2_mm": 7.82,
  "die_y_um": 182,
  "grt_max_degree": 37,
  "fin_crit_sh_pct": 69.6,
  "ys_types": 78,
  "syn_area_mm2": 0.00968,
  "setup_viol": 0,
  "highest-signal-layer": "met4",
  "grt_pass1_vias": 6448,
  "critPathKind": "reg -> reg",
  "pin_count": 5,
  "worstSetupEndpointType": "flip-flop",
  "leakage_nw": 3.60,
  "vias": 7082,
  "drv_slew": 0,
  "rrSetupSlack_ps": 1700,
  "dp.final_hpwl_mm": 11.9,
  "vdd_drop_max_v": 0.000195,
  "crit_path_max_fanout": 13,
  "cp.required_ps": 5860,
  "reg2regPathDepth": 11,
  "tns_ps": 0,
  "grt_antenna_before_repair": 0,
  "grt_setup_unrepaired": "no",
  "ys_area_mm2": 0.00968,
  "first_iter_violations": 541,
  "die_w_um": 182,
  "pwr-share-clk_pct": 43.8,
  "status": "finished clean",
  "hold_class": "reg -> reg",
  "utilization_pct": 33.8,
  "ys_warn_count": 8,
  "top_cell_area_share_pct": 32.3,
  "cts_made_buffers": 17,
  "cts_resized": 0,
  "r2r-end": "test_uart.rx_data_buffer[9]$_SDFFCE_PP0P_",
  "clkLatencyLatePin_ps": 430,
  "met3_length_um": 634,
  "pwr-share-comb_pct": 3.4,
  "cts_tree": "done",
  "min_from": "test_uart.tx_data_buffer[0]$_SDFFCE_PN0P_",
  "yosys.area.top_type": "edfxtp_1",
  "reg2reg_from": "test_uart.rx_shift_counter[0]$_SDFFCE_PP0P_",
  "clk_pin_slew_worst_paths_ps": 80,
  "ys_cells": 1014,
  "maxSlewHeadroom_pct": 44.3,
  "endpoint": "test_uart.rx_data_buffer[9]$_SDFFCE_PP0P_",
  "wl_per_cell_um": 12.8,
  "worst_slew_pin_slew_ps": 828,
  "setup_ws_ps": 1700,
  "drc_errors": 0,
  "io_buffers": 4,
  "dr.pass1.iters": 5,
  "edf_count": 104,
  "place_inst": 1380,
  "gp_congestion": 0.875,
  "fillCellCount": 3098,
  "grt_usage_pct": 11.7,
  "arrival_ps": 4160,
  "post-synth-top-count-cell": "nor2_1",
  "hold_buffers": 0
}
==> critical path, stage by stage, from the launching register on <==
cell and delay (ps):
edfxtp_1 560, inv_1 200, ha_1 330, nor3b_1 480, nand4_1 250, nor2_1 430
mux2i_1 260, a22oi_1 110, a32oi_1 260, nand4_4 260, nor4_2 370, mux2i_1 230
==> registers in the layout (all words and copies together), names as in the netlist <==
signal,count
test_uart.tx_pin_buffer,1
test_uart.current_state,1
test_uart.uart_clk,32
test_uart.tx_data_buffer,9
return_data,8
one_shot1,1
test_uart.rx_current_state,3
test_uart.rx_data_buffer,10
test_uart.tx_shift_counter,4
test_uart.rx_shift_counter,32
test_uart.rx_clk_counter,32
test_uart.rx_data,8
test_uart.rx_busy,1
u3.counter,32
u3.clk_div,1
really_start,1
==> how the worst min path moves through the flow <==
stage	to	slack [ps]	cells past startpoint
CTS	test_uart.tx_pin_buffer$_SDFF_PN1_	450	1
global route	test_uart.rx_data[5]$_DFFE_PP_	460	0
finish	test_uart.tx_pin_buffer$_SDFF_PN1_	440	1
==> kinds of logic after synthesis <==
kind of cell / share of synthesized area (%)
adders and majority gates: 1.42
and+or+nand+nor: 28.3
muxes: 2.21
xor gates and xnor gates: 10.1
buffers and inverters: 3.06
DFF: 47.4
AOI/OAI and AO/OA: 7.49
==> cell usage in the layout (no fill, tap or decap), types with 11 or more instances in the layout <==
cell / n
or3_1: 19
nor4_1: 22
o21ai_0: 29
nand3_1: 63
clkbuf_16: 18
nand2_1: 92
nand4_1: 28
xnor2_1: 47
xor2_1: 63
nor2_1: 138
edfxtp_1: 104
nor3_1: 27
and3_1: 31
ha_1: 11
mux2i_1: 12
a21oi_1: 20
and2_1: 27
dfxtp_1: 68
inv_1: 22
==> final cells by class <==
cell class / instances / area, um^2 / area share (%)
clock buffer: 18 / 450 / 4.21
clock inverter: 14 / 158 / 1.47
inverter: 22 / 82.6 / 0.772
multi-input combinational: 767 / 4810 / 45.0
sequential: 176 / 4590 / 42.9
tap: 402 / 503 / 4.70
timing repair buffer: 13 / 108 / 1.01
==> metrics by stage <==
step,hold slack [ps],instance area (um^2),power [W]
6_report,442,10700,0.00272
5_1_grt,462,10700,0.00284
4_1_cts,454,10700,0.00276
3_5_place_dp,436,10100,0.00155
3_3_place_gp,429,10100,0.00155
2_1_floorplan,401,9680,0.00153
==> power by group through the flow <==
stage / clock (W) / combinational [W] / sequential (W)
4_1_cts: 0.00123 / 0.0000949 / 0.00143
5_1_grt: 0.00129 / 0.000108 / 0.00144
6_report: 0.00119 / 0.0000938 / 0.00143
==> metal layers <==
metal / track usage, % / vias up
met5: 0 / -
met4: 1.02 / 0
met3: 1.76 / 11
met2: 17.3 / 110
met1: 19.4 / 3355
li1: - / 3606
No activity file was given, so power comes from the tool's default toggle rates.
